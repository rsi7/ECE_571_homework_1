`flow/config.mk`:
```
export PLATFORM = sky130hd
export DESIGN_NAME = dayOfYrCalc_b
export DESIGN_NICKNAME = dayOfYrCalc_b
export VERILOG_FILES = /design/flow/design.v
export SDC_FILE = /design/flow/constraint.sdc
export NUM_CORES = 4
export LEC_CHECK = 1
export CORE_AREA = 10 10 70 70
export DIE_AREA = 0 0 80 80
```
`flow/constraint.sdc`:
```
current_design dayOfYrCalc_b

set clk_period 4.2
set clk_io_pct 0.2

create_clock -name clk0 -period $clk_period

set non_clock_inputs [all_inputs -no_clocks]
set_input_delay [expr $clk_period * $clk_io_pct] -clock clk0 $non_clock_inputs
set_output_delay [expr $clk_period * $clk_io_pct] -clock clk0 [all_outputs]
```
`flow/design.v`:
```
module dayOfYrCalc_b (
	input	logic	[5:0]	dayOfMonth,		 
	input	logic	[3:0]	month,			 
	input	logic	[10:0]	year,			 
	output	logic	[8:0]	dayOfYear		 
	);
	reg 			[8:0] 	temp_sum;		 
	wire 					isLeapYear;		 
	wire 					afterFeb29;		 
	assign isLeapYear = (year[1:0] == 2'b00) ? 1'b1 : 1'b0;		 
	assign afterFeb29 = (month > 2) ? 1'b1 : 1'b0;				 
	always@(dayOfMonth or month) begin
		temp_sum 	= 0;
			case(month)
				4'd1 : temp_sum = 0;		 
				4'd2 : temp_sum = 31;		 
				4'd3 : temp_sum = 59;		 
				4'd4 : temp_sum = 90;		 
				4'd5 : temp_sum = 120;		 
				4'd6 : temp_sum = 151;		 
				4'd7 : temp_sum = 181;		 
				4'd8 : temp_sum = 212;		 
				4'd9 : temp_sum = 243;		 
				4'd10 : temp_sum = 273;		 
				4'd11 : temp_sum = 304;		 
				4'd12 : temp_sum = 334;		 
				default: temp_sum = 0;		 
			endcase
		temp_sum += dayOfMonth;
		temp_sum = (isLeapYear && afterFeb29) ? (temp_sum + 1) : (temp_sum);
		dayOfYear = temp_sum;
	end
endmodule
```
`flow/run.sh`:
```
#!/bin/bash
# OpenROAD 26Q1-2900-gdf79404cd8, Yosys 0.63+post, stock flow scripts
make -C /OpenROAD-flow-scripts/flow DESIGN_CONFIG=/design/flow/config.mk WORK_HOME=/design/flow/orfs finish
```
==> flow_summary.yaml <==
# generated from flow reports
pwr:
  swShare_pct: 40.6
  design_power_total_uw: 247
  p_int_uw: 146
  switchingPower_uw: 100
  clock_share_of_power_pct: 0
  pwr-share-seq_pct: 0
  power_leakage_uw: 0.000703
  power_per_cell_area_mw_per_mm2: 161
  ir_drop_v: 0.0000561
  comb_power_share_pct: 100.0
critical_path:
  timing.critical_path.arrival_ps: 3220
  critical_path.max_fanout: 2
  required_ps: 3360
  critical_path_start_type: "input pin"
  setup.worst_path.end_class: "primary output"
  crit_type: "input pin to primary output"
grt:
  number_of_global_route_vias_before_repair: 955
  grt_max_degree: 9
  grt_util_all_layers_pct: 7.07
  grt_antenna_before_repair: 0
  global_route.overflow_total: 0
  grt_first_pass_wirelength_mm: 3.94
hold_path:
  timing.hold.worst_endpoint: "dayOfYear[8]"
  hold_path.class: "input pin to primary output"
  holdCritStartpoint: "month[1]"
  whs_path_depth: 7
layout:
  layout-drive-gt1-share_pct: 49.1
  seq_cell_count: 0
  sequential_cell_area_um2: 0
  fillers: 323
  final_cell_mix: "sky130_fd_sc_hd__buf_4, sky130_fd_sc_hd__ha_1, sky130_fd_sc_hd__clkdlybuf4s50_1, sky130_fd_sc_hd__nand2_1, sky130_fd_sc_hd__xnor2_1"
  lay_top_count: "sky130_fd_sc_hd__buf_4"
  layout_clock_buffer_count: 0
  comb_area_um2: 895
  areaGrowthSynthToFinish_pct: 85.1
synthesis:
  ys_seq_share_pct: 0
  yosys_cells: 107
  top_cells_by_area: "sky130_fd_sc_hd__ha_1, sky130_fd_sc_hd__xnor2_1, sky130_fd_sc_hd__mux2i_1"
  synth_top_area_share_pct: 24.1
  synth_area_um2: 830
  mean_instance_size_in_the_synthesized_netlist_um2: 7.75
  synth_cell_types: 36
  area_of_the_synthesized_netlist_per_yosys_stat_um2: 830
  netlist.top_cell.by_area: "sky130_fd_sc_hd__ha_1"
  synth_cells: 107
  synth_warnings: 1
place:
  place.gp.congestion: 0.866
  detailedPlacementHpwl_mm: 1.84
  portBuffers: 21
sta:
  timing.final.setup_violations: 0
  final-hold-violation-count: 0
  final_period_minus_worst_setup_slack_ps: 4060
  worst_pin_slew_ps: 353
  final-max-slew-violation-count: 0
  finalSetupTns_ps: 0
  final_min_period_over_clock_period_pct: 96.7
  unrepaired_setup_endpoints_after_global_routing: "true"
  slew_headroom_pct: 75.9
  max_freq_mhz: 246
die:
  core-area_mm2: 0.00342
  ios: 30
  rows: 21
  die_x_um: 80
  fp-utilization_pct: 24.3
  chip_area_mm2: 0.00640
  vertical_die_size_um: 80
detailed_routing:
  drtPass1Iterations: 3
  post-route-drc-count: 0
  totalWireLength_mm: 2.30
  wl_cell_um: 10.5
  initialDrtViolationCount: 23
  detail_route.antenna_diodes: 0
  via_count: 947
  postRouteAntennaNets: 0
  viasPerCell: 4.32
run_status:
  status: "completed"
flow_run:
  log.warning_count: 49
  cap_violations: 0
clock_network:
  cts.hold.buffers_added: 0
## logic make-up after synthesis
logic type               share of synthesized area (%)
buffers and inverters                             6.79
XOR/XNOR                                          13.7
AND-OR/OR-AND                                     19.6
AND/OR/NAND/NOR                                   27.3
adder cells (fa/ha/maj)                           26.5
multiplexers                                      6.03
## area by class of cell
| type | count | area share, % |
|---|---|---|
| multi-input combinational | 95 | 58.3 |
| timing repair buffer | 68 | 35.2 |
| tap | 46 | 3.75 |
| inverter | 10 | 2.77 |
## routing by layer
layer / vias up / routed length, µm / GRT usage [%]
li1: 516 / - / -
met1: 419 / 1120 / 8.78
met2: 10 / 1120 / 13.2
met3: 2 / 42 / 0.568
met4: 0 / 14 / 0.528
met5: - / 0 / 0
## power by group through the flow
| stage | Sequential (µW) | Clock (µW) | Combinational [µW] |
|---|---|---|---|
| 4_1_cts | 0 | 0 | 233 |
| 6_report | 0 | 0 | 247 |
| 5_1_grt | 0 | 0 | 273 |
## cells in the mapped netlist, drive strengths merged, types with 2 or more instances
library cell	instances
ha	16
inv	10
nand2	10
xnor2	9
a21oi	7
mux2i	5
nor2	5
o21ai	5
nand3	4
nand4	4
xor2	4
o21a	3
and2	2
buf	2
nor2b	2
nor3	2
or3	2
## per-stage QoR
stage / setup WS (ps) / hold WS (ps) / cell area (µm²) / util, % / std cells
after global routing: 3.03 / 2460 / 1540 / 44.9 / 219
final: 138 / 2420 / 1540 / 44.9 / 219
after CTS: 10.6 / 2410 / 1470 / 43.2 / 220
after global placement: -773 / 2860 / 1370 / 40.1 / 211
after floorplan: 390 / 1780 / 830 / - / 107
after detailed placement: -808 / 2870 / 1370 / 40.1 / 211
## what timing repair did
action                                  4_1_cts  5_1_grt
resized                                      38       27
endpoints found under the setup margin        8        7
pin swaps                                    16       16
buffers inserted                             10        0
## worst max-delay path, stage by stage
cell and delay (ps):
sky130_fd_sc_hd__buf_8 70, sky130_fd_sc_hd__inv_4 30, sky130_fd_sc_hd__ha_4 250, sky130_fd_sc_hd__nand2_2 50, sky130_fd_sc_hd__o22ai_2 130, sky130_fd_sc_hd__ha_2 210, sky130_fd_sc_hd__inv_2 40, sky130_fd_sc_hd__fa_1 460
sky130_fd_sc_hd__inv_2 100, sky130_fd_sc_hd__ha_4 130, sky130_fd_sc_hd__nand2_1 40, sky130_fd_sc_hd__and4b_4 350, sky130_fd_sc_hd__nand4_4 130, sky130_fd_sc_hd__xnor2_2 160, sky130_fd_sc_hd__dlygate4sd2_1 240
## how the worst max path moves through the flow
stage / endpoint / startpoint / slack, ps
after CTS: dayOfYear[7] / month[0] / 10
after global routing: dayOfYear[8] / month[0] / 3
final: dayOfYear[6] / month[1] / 140
Power and IR drop assume default switching activity.
