$ cat design/flow/run.sh
#!/bin/bash
# OpenROAD 26Q1-2900-gdf79404cd8, Yosys 0.63+post, stock flow scripts
make -C /OpenROAD-flow-scripts/flow DESIGN_CONFIG=/design/flow/config.mk WORK_HOME=/design/flow/orfs finish
$ cat design/flow/config.mk
export PLATFORM = sky130hd
export DESIGN_NAME = dayOfYrCalc_a
export DESIGN_NICKNAME = dayOfYrCalc_a
export VERILOG_FILES = /design/flow/design.v
export SDC_FILE = /design/flow/constraint.sdc
export NUM_CORES = 4
export LEC_CHECK = 1
export CORE_AREA = 10 10 70 70
export DIE_AREA = 0 0 80 80
$ cat design/flow/constraint.sdc
current_design dayOfYrCalc_a

set clk_period 4.6
set clk_io_pct 0.2

create_clock -name clk0 -period $clk_period

set non_clock_inputs [all_inputs -no_clocks]
set_input_delay [expr $clk_period * $clk_io_pct] -clock clk0 $non_clock_inputs
set_output_delay [expr $clk_period * $clk_io_pct] -clock clk0 [all_outputs]
$ cat design/flow/design.v
module dayOfYrCalc_a (
	input	logic	[5:0]	dayOfMonth,		 
	input	logic	[3:0]	month,			 
	output	logic	[8:0]	dayOfYear		 
	);
	reg 			[8:0] 	temp_sum;		 
	always@(dayOfMonth or month) begin
		temp_sum = 0;
			case(month)
				4'd1 : temp_sum = 0;		 
				4'd2 : temp_sum = 31;		 
				4'd3 : temp_sum = 59;		 
				4'd4 : temp_sum = 90;		 
				4'd5 : temp_sum = 120;		 
				4'd6 : temp_sum = 151;		 
				4'd7 : temp_sum = 181;		 
				4'd8 : temp_sum = 212;		 
				4'd9 : temp_sum = 243;		 
				4'd10 : temp_sum = 273;		 
				4'd11 : temp_sum = 304;		 
				4'd12 : temp_sum = 334;		 
				default: temp_sum = 0;		 
			endcase
		temp_sum += dayOfMonth;
		dayOfYear = temp_sum;
	end
endmodule
==> Slide: Implementation Results <==
Implementation Results

Placed design
  • Pre-CTS WS: -0.301 ns
  • Dpl cells: 153
  • Detail Placement HPWL: 1380 µm
  • GPL Wtd Cong: 0.804
  • Dpl cell area: 926 µm²
  • PortBufs: 19

Global routing
  • First-pass GRT wire length: 2730 µm
  • Largest net degree at the start of global routing: 11
  • Gr ovfl total: 0
  • Number of global-route vias before repair: 593
  • Aggregate global-route resource usage: 5.02%
  • Number of antenna violations at the first check in global routing: 0

Die
  • I/O pins: 19
  • Core area: 3420 µm²
  • Row count: 21
  • Chip area: 6400 µm²
  • Die X: 80 µm
  • Starting Density: 16.4%
  • Die height: 80 µm

Final layout
  • Flop area: 0 µm²
  • Fin util: 30.3%
  • Clock Buffer Count: 0
  • Synth-to-Final Area Change: 84.4%
  • Share of cells above drive strength 1: 38.4%
  • Filler cells: 365
  • Logic area: 577 µm²
  • Non-filler instance count after layout: 158
  • Post-route cell area: 1040 µm²
  • Flops: 0

Min path
  • Hold crit path type: in -> out
  • WHS Endpoint: dayOfYear[8]
  • HP Start: month[3]
  • Hold Crit Depth: 5

Synthesis
  • Register area share after synthesis: 0%
  • Yosys cell count: 72
  • Synth top cell by count: ha_1
  • Avg Inst Size Synth: 7.80 µm²
  • Dominant cell area share: 29.0%
  • Post-Syn Area: 562 µm²
  • Commonest cells in the synthesized netlist: ha_1 (13), nor2_1 (8), inv_1 (7), o21ai_1 (5)
  • Synth area leader: ha_1
  • Synth cell types: 29
  • Synth top area cells: ha_1 (29%), mux2i_1 (7.1%), xnor2_1 (6.2%)
  • Chip Area, Yosys: 562 µm²
  • Number of synthesis warnings: 1
  • Mapped Cells: 72

Timing
  • Final worst slack: 0.141 ns
  • Final setup viols: 0
  • Final hold slack: 2.53 ns
  • Sum Neg Setup Slack: 0 ns
  • Hold Fails Final Rpt: 0
  • Relative slew slack: 80.7%
  • Final critical path time including I/O delays and setup: 4.46 ns
  • Pins Over Slew Limit: 0
  • Worst Tran Pin Value: 0.289 ns
  • Cycle use final: 96.9%
  • Max frequency: 224 MHz

Routing
  • DR pass1 iterations: 4
  • Vias: 625
  • Routed Antenna Nets: 0
  • DRT Wirelength: 1670 µm
  • Drt first-iter violations: 29
  • Ant diodes: 0
  • Avg WL per Cell: 10.6 µm
  • DRC: 0
  • Via density: 3.96

Run
  • Max-cap violations: 0
  • Tool Warnings: 37

Setup path
  • Critical Path AT: 3.54 ns
  • Top Family by Delay on Critical Path: buffers and inverters
  • Worst path max stage delay: 0.49 ns
  • Crit Path Category: in -> out
  • Worst EP required: 3.68 ns
  • Crit path capture type: output port
  • Slowest stage cell, crit path: clkdlybuf4s50_1
  • Buffer and inverter count on the worst path: 4
  • Crit-path most repeated cell: clkdlybuf4s50_1
  • Crit-path max FO: 3
  • Startpoint types: input port
  • CP cell instances: clkdlybuf4s50_1 > inv_1 > buf_4 > ha_1 > mux2_2 > ha_4 > o21ai_0 > nor2_1 > o21ai_2 > nor2b_2 > xnor2_1 > clkdlybuf4s50_1

Power
  • Total power: 132 µW
  • PD cells: 127 nW/µm²
  • Leakage power: 0.498 nW
  • VDD IR max: 0.0743 mV

Clock network
  • # hold bufs at CTS: 0

Run status
  • Outcome: finished clean
[layout by cell type (no fill, tap or decap), types with 2 or more instances in the layout]
cell type        instances
a211oi_2                 2
a21boi_1                 2
a21oi_1                  3
buf_4                   23
clkdlybuf4s50_1         14
dlymetal6s2s_1           4
ha_1                     9
ha_2                     2
ha_4                     2
inv_1                    4
inv_2                    4
mux2i_1                  4
nand2_1                  3
nor2_1                   8
o21ai_0                  2
o21ai_1                  3
o21ai_2                  2
xnor2_1                  4
[area by class of cell]
cell class,count,share of cell area (%)
timing repair buffer,42,35.9
inverter,8,2.90
tap,46,5.56
multi-input combinational,62,55.7
[worst max path at each step]
stage | start | end | slack, ns | cells after the start
6_report | month[2] | dayOfYear[5] | 0.14 | 12
5_1_grt | month[2] | dayOfYear[5] | -0.02 | 12
4_1_cts | month[1] | dayOfYear[7] | 0.02 | 13
[power breakdown]
group          internal [mW]  switching [mW]
Clock                      0               0
Sequential                 0               0
Combinational         0.0817          0.0501
Total                 0.0817          0.0501
[routing by layer]
layer / up-vias / routed length [µm] / global-route usage (%) / share of wire, %
met5: - / 0 / 0 / 0
met4: 0 / 0 / 0 / 0
met3: 0 / 112 / 1.02 / 6.7
met2: 17 / 653 / 6.90 / 39
met1: 271 / 902 / 8.07 / 54
li1: 337 / - / - / -
[logic make-up after synthesis]
kind of cell	after synthesis	synth area share, %
xor+xnor	5	7.79
buf+inv	10	8.69
mux	5	9.13
compound gates	22	28.7
simple gates	16	13.1
fa+ha+maj	14	32.5
[worst min-delay path, delay by kind of cell]
kind,cells,cell delay [ns]
buffers and inverters,4,0.63
AND-OR/OR-AND,1,0.06
[what timing repair did]
action | CTS | global route
gates resized | 14 | 6
buffers inserted | 4 | 1
pin swaps | 6 | 8
setup endpoints to repair | 4 | 6
Power and IR drop assume default switching activity.
