### design/flow/design.v
module dayOfYrCalc_c (
	input	logic	[5:0]	dayOfMonth,		 
	input	logic	[3:0]	month,			 
	input	logic	[10:0]	year,			 
	output	logic	[8:0]	dayOfYear		 
	);
	reg 			[8:0] 	temp_sum;		 
	wire 					divby4;			 
	wire 					divby100;		 
	wire 					divby400;		 
	wire 					isLeapYear;		 
	wire 					afterFeb29;		 
	assign divby4 = (year[1:0] == 2'b00) ? 1'b1 : 1'b0; 			 
	assign divby100 = ((year % 100) == 0) ? 1'b1 : 1'b0;			 
	assign divby400 = ((year % 400) == 0) ? 1'b1 : 1'b0;			 
	assign isLeapYear = (((divby4) && (divby400 || !divby100)));	 
	assign afterFeb29 = (month > 2) ? 1'b1 : 1'b0;					 
	always@(dayOfMonth or month) begin
		temp_sum = 0;
			case(month)
				4'd1 : temp_sum = 0;		 
				4'd2 : temp_sum = 31;		 
				4'd3 : temp_sum = 59;		 
				4'd4 : temp_sum = 90;		 
				4'd5 : temp_sum = 120;		 
				4'd6 : temp_sum = 151;		 
				4'd7 : temp_sum = 181;		 
				4'd8 : temp_sum = 212;		 
				4'd9 : temp_sum = 243;		 
				4'd10 : temp_sum = 273;		 
				4'd11 : temp_sum = 304;		 
				4'd12 : temp_sum = 334;		 
				default: temp_sum = 0;		 
			endcase
		temp_sum += dayOfMonth;
		temp_sum = (isLeapYear && afterFeb29) ? (temp_sum + 1) : (temp_sum);
		dayOfYear = temp_sum;
	end
endmodule
### design/flow/run.sh
#!/bin/bash
# OpenROAD 26Q1-2900-gdf79404cd8, Yosys 0.63+post, stock flow scripts
make -C /OpenROAD-flow-scripts/flow DESIGN_CONFIG=/design/flow/config.mk WORK_HOME=/design/flow/orfs finish
### design/flow/config.mk
export PLATFORM = sky130hd
export DESIGN_NAME = dayOfYrCalc_c
export DESIGN_NICKNAME = dayOfYrCalc_c
export VERILOG_FILES = /design/flow/design.v
export SDC_FILE = /design/flow/constraint.sdc
export NUM_CORES = 4
export LEC_CHECK = 1
export CORE_AREA = 10 10 86 86
export DIE_AREA = 0 0 96 96
### design/flow/constraint.sdc
current_design dayOfYrCalc_c

set clk_period 6.3
set clk_io_pct 0.2

create_clock -name clk0 -period $clk_period

set non_clock_inputs [all_inputs -no_clocks]
set_input_delay [expr $clk_period * $clk_io_pct] -clock clk0 $non_clock_inputs
set_output_delay [expr $clk_period * $clk_io_pct] -clock clk0 [all_outputs]
==> results.json <==
{
  "ys_seq_share": 0,
  "dp.cells": 371,
  "grt_pass1_wl_um": 8570,
  "max_slew.worst_pin.slew_ns": 0.753,
  "tns_ns": 0,
  "finalSetupViolations": 0,
  "globalRouteOverflowTotal": 0,
  "ys_types": 69,
  "finalHoldViolCount": 0,
  "crit_type": "in -> out",
  "path_buffers": 6,
  "holdWs_ns": 3.34,
  "clkbuf_count": 0,
  "mi_logic_area_um2": 1720,
  "top_logic_kind": "AND-OR/OR-AND gates",
  "ioPinCount": 30,
  "fp_util": 0.315,
  "postRouteAntennaNets": 0,
  "die_w_um": 96,
  "synth.top_cell.area_share": 0.108,
  "yosys-top-cells-area": "ha_1 11%, xnor2_1 5.5%, nor2_1 5.2%",
  "cts_hold_buffers": 0,
  "hold_path_depth": 4,
  "synth-simple-area-share": 0.240,
  "area_growth_pct": 50.1,
  "wl_um": 4990,
  "flops": 0,
  "antenna_found_initial": 0,
  "drt_iter0_drc": 94,
  "grt_max_degree": 19,
  "yosys.area_share.xor_xnor": 0.0954,
  "aoi_share": 0.385,
  "p_leak_nw": 1.16,
  "ys_warn_count": 1,
  "ir_drop_mv": 0.0480,
  "finalCriticalPeriod_ns": 6.09,
  "layout_top_cells": "52 x buf_4, 21 x nor2_1, 18 x inv_1",
  "crit_chain": "buf_6 -> o31a_1 -> ha_4 -> or2b_1 -> o22ai_1 -> a221o_1 -> a211oi_2 -> buf_4 -> nor2_1 -> a211o_1 -> buf_4 -> o21ai_1 -> a211o_1 -> o311a_4 -> o31ai_4 -> buf_6 -> buf_6 -> nor3_4 -> xor2_1 -> buf_2",
  "wire_per_inst_um": 13.1,
  "num_antenna_cells": 0,
  "status": "completed",
  "worstPathMaxFanout": 6,
  "hpwl_um": 3770,
  "openroad.warnings": 38,
  "drive_above_1_share": 0.377,
  "rsz0062_at_grt": "yes",
  "via_count": 1950,
  "syn_inst": 233,
  "cp_num_cells": 20,
  "grt_usage": 0.108,
  "cpLargestDelayFamily": "AND-OR/OR-AND gates",
  "max_freq_ghz": 0.164,
  "slowest_stage": "o31a_1",
  "endpoint_kind": "primary output",
  "synth.largest_area_cell": "ha_1",
  "period_used_share": 0.967,
  "dp_slack_ns": -0.535,
  "slowest_delay_ns": 0.32,
  "relSlewSlack": 0.497,
  "worstPathArrival_ns": 4.83,
  "instances_no_fill": 382,
  "fill_cells": 513,
  "gp_congestion": 0.870,
  "vias_per_cell": 5.10,
  "drc": 0,
  "p_per_area_nw_per_um2": 105,
  "regArea_um2": 0,
  "drt_pass1_iterations": 4,
  "required_ns": 5.04,
  "core_um2": 5540,
  "final_common_cell": "buf_4",
  "synth.avg_cell_area_um2": 7.49,
  "maxCapViolations": 0,
  "mux_area_frac": 0.0488,
  "synth-area-yosys_um2": 1740,
  "startpoint_type": "input port",
  "crit_path_frequent_cell": "buf_6",
  "min_path_type": "in -> out",
  "die_y_um": 96,
  "io_buffers": 30,
  "first_global_vias": 1882,
  "adder_share": 0.119,
  "slew_viol_final": 0,
  "syn_area_um2": 1740,
  "die_area_um2": 9220,
  "rows": 27,
  "ys_cells": 233,
  "worst_slack_ns": 0.208
}
-- power by group --
group	internal [W]	leakage [nW]	switching (W)
clock network	0	0	0
logic	0.000139	1.16	0.000135
registers	0	0	0
-- worst paths after layout --
kind	slack, ns	end	from
hold / removal	3.34	dayOfYear[0]	dayOfMonth[0]
setup / recovery	0.21	dayOfYear[6]	year[7]
-- metrics by stage --
step / power (W) / instance area [µm²] / util
after global routing: 0.000302 / 2620 / 0.473
after detailed placement: 0.000246 / 2370 / 0.429
after CTS: 0.000261 / 2550 / 0.461
final: 0.000275 / 2620 / 0.473
after floorplan: 0.000149 / 1740 / -
after global placement: 0.000247 / 2370 / 0.429
-- layer usage --
| layer | track usage | up-vias | part of all wire |
|---|---|---|---|
| met2 | 0.179 | 29 | 0.46 |
| met5 | 0 | - | 0 |
| met1 | 0.157 | 897 | 0.50 |
| li1 | - | 1024 | - |
| met3 | 0.00786 | 0 | 0.037 |
| met4 | 0.00123 | 0 | 0 |
-- cells by family after synthesis --
| logic type | count (synthesis) |
|---|---|
| muxes | 7 |
| buffers and inverters | 31 |
| AOI/OAI and AO/OA | 80 |
| and+or+nand+nor | 80 |
| adders and majority gates | 16 |
| xor gates and xnor gates | 19 |
-- cell usage after synthesis, drive strengths merged (4+ instances only) --
cell,number
nor2,24
inv,18
nand2,18
a21oi,15
ha,15
o21ai,11
xnor2,11
buf,9
xor2,8
a21o,7
nor3,7
nand3b,6
a211oi,5
o211ai,5
o21bai,5
and2,4
clkbuf,4
mux2i,4
nand3,4
o22ai,4
-- area by class of cell --
| cell class | instances | share of cell area |
|---|---|---|
| multi-input cells | 202 | 0.658 |
| repair buffers | 90 | 0.282 |
| well taps | 72 | 0.0344 |
| inverters | 18 | 0.0258 |
-- timing repair --
item	CTS	global route
endpoints found under the setup margin	9	9
pin swaps	20	20
gates resized	49	27
setup buffers	12	1
Power and IR drop assume default switching activity.
